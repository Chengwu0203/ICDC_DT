### constraint.sdc
current_design DT

set clk_period 5.3
set clk_io_pct 0.2

create_clock -name clk0 -period $clk_period [get_ports {clk}]

set non_clock_inputs [all_inputs -no_clocks]
set_input_delay [expr $clk_period * $clk_io_pct] -clock clk0 $non_clock_inputs
set_output_delay [expr $clk_period * $clk_io_pct] -clock clk0 [all_outputs]
### run.sh
#!/bin/bash
# OpenROAD 26Q1-2900-gdf79404cd8, Yosys 0.63+post, stock flow scripts
make -C /OpenROAD-flow-scripts/flow DESIGN_CONFIG=/design/flow/config.mk WORK_HOME=/design/flow/orfs finish
### design.v
module DT(
	input 			clk,
	input			reset,
	output	reg		done ,
	output	reg		sti_rd ,
	output	 	[9:0]	sti_addr ,
	input		[15:0]	sti_di,
	output	reg		res_wr ,
	output	reg		res_rd ,
	output	reg 	[13:0]	res_addr ,
	output	 	[7:0]	res_do,
	input		[7:0]	res_di
	);
	localparam init = 4'd0;
	localparam forward_read_pixel = 4'd1;
	localparam pixel_plus = 4'd2;
	localparam read_forward = 4'd3;
	localparam write_pixel = 4'd4;
	localparam backward_read_pixel = 4'd5;
	localparam read_backward = 4'd6;
	localparam pixel_sub = 4'd7;
	localparam finish = 4'd8;
	reg [3:0] state,next_state;
	reg [13:0] pixel_addr ;
	reg [7:0] pixel_reg;
	reg [2:0] counter;
	reg [7:0] min_value;
	reg flag;
	assign sti_addr = pixel_addr[13:4];
	assign res_do = min_value + flag;
	wire forward_pixel = sti_di[~pixel_addr[3:0]];
	wire [6:0] x,y;
	assign x = pixel_addr[6:0];
	assign y = pixel_addr[13:7];
	wire picture_board = (flag)? (x==126):(x==1);
	wire [13:0] forward [0:3];
	assign forward[0] = pixel_addr -129;
	assign forward[1] = pixel_addr -128;
	assign forward[2] = pixel_addr -127;
	assign forward[3] = pixel_addr -1;
	wire [13:0] backward [0:3];
	assign backward[0] = pixel_addr +129;
	assign backward[1] = pixel_addr +128;
	assign backward[2] = pixel_addr +127;
	assign backward[3] = pixel_addr +1;
	always@(posedge clk or negedge reset)begin
		if(!reset)begin
			state <= init;
		end else begin
			state <= next_state;
		end
	end
	always@(*)begin
		if(!reset)begin
			next_state <= init;
		end else begin
			case(state)
				init:begin
					next_state <= forward_read_pixel;
				end
				forward_read_pixel:begin
					next_state <= (forward_pixel==0)? pixel_plus: read_forward;
				end
				pixel_plus:begin
					next_state <=  (pixel_addr ==16254)? backward_read_pixel  :forward_read_pixel ;
				end
				read_forward:begin
					next_state <= (res_di == 0 || counter==3)? write_pixel: read_forward;
				end
				write_pixel:begin
					next_state <= (flag)? pixel_plus:pixel_sub;
				end
				backward_read_pixel:begin
					next_state <= (res_di==0)? pixel_sub:read_backward ;
				end
				read_backward:begin
					next_state<= (res_di==0 || counter==3) ? write_pixel:read_backward;
				end
				pixel_sub:begin
					next_state <= (pixel_addr ==192)? finish:backward_read_pixel;
				end
				finish:begin
					next_state <= finish;
				end
				default:begin
					next_state <= init;
				end
			endcase  
		end
	end
	always@(*)begin
		done <= 0;
    	sti_rd<= 0;
    	res_rd<=0;
    	res_wr<=0;
		res_addr<=0;
    	case(state)
    		forward_read_pixel:begin
    			sti_rd <= 1;
			end
    		read_forward:begin
    			res_rd <= 1;
				res_addr <= forward[counter];
    		end
    		write_pixel:begin
    			res_wr<=1;
				res_addr <= pixel_addr;
    		end
			backward_read_pixel:begin
				res_rd<=1;
				res_addr <= pixel_addr;
			end
			read_backward:begin
				res_rd<=1;
				res_addr <= backward[counter];
			end
			finish:begin
				done<=1;
			end
    		default:begin
    		end
    	endcase 
    end
	always@(posedge clk or negedge reset)begin
		if(!reset)begin
			pixel_addr <= 14'd129;
			flag <= 1;
			min_value <= 8'hFF;
		end else begin
			case(state)
				init:begin
					flag<=1;
				end
				forward_read_pixel:begin
					min_value <= 8'hFF;
				end
				backward_read_pixel:begin
					min_value <= res_di;
				end
				pixel_plus:begin
					if(pixel_addr < 16254)
						pixel_addr <= pixel_addr + {picture_board,1'b1} ;
					else
						flag <= 0;
				end
				pixel_sub:begin
					pixel_addr <= pixel_addr - {picture_board,1'b1};
				end
				read_forward:begin
					min_value <= (res_di<min_value)? res_di:min_value;
				end
				read_backward:begin
					min_value <= (res_di+1 < min_value)? res_di+1:min_value;
				end
				write_pixel:begin
				end
			endcase  
		end
	end
	always@(posedge clk or negedge reset)begin
		if(!reset)begin
			counter <= 0;
		end else begin
			case(state)
				read_forward,read_backward:begin
					counter <= counter + 1;
				end
				pixel_plus,pixel_sub:begin
					counter <= 0;
				end
			endcase 
		end
	end
endmodule
### config.mk
export PLATFORM = sky130hd
export DESIGN_NAME = DT
export DESIGN_NICKNAME = DT
export VERILOG_FILES = /design/flow/design.v
export SDC_FILE = /design/flow/constraint.sdc
export NUM_CORES = 4
export LEC_CHECK = 1
export CORE_UTILIZATION = 40
==> Slide: Implementation Results <==
Run Summary

Setup path
  • Worst reg2reg path endpoint: pixel_addr[13]
  • Worst setup endpoint: res_addr[13]
  • Reg2Reg Depth: 14
  • Setup crit start: counter[0]
  • Critical Path Stages: 12
  • Crit path DRT: 4240 ps
  • Startpoint Class: register
  • Max FO, Critical Path: 8
  • R2R setup slack: 1250 ps
  • CP bufs+invs: 3
  • CP peak stage delay: 500 ps
  • Delay-heaviest family, CP: AND-OR/OR-AND gates
  • Crit Path Class: reg -> out
  • FF-to-FF Start: pixel_addr[5]
  • CP max-delay cell: clkdlybuf4s50_1
  • Worst EP arrival: 3890 ps
  • Crit end category: primary output
  • CP Cell Sequence: inv_1 -> ha_1 -> inv_1 -> ha_1 -> o21ai_0 -> o21bai_1 -> o41ai_2 -> o21ai_1 -> or3_1 -> xor2_1 -> o221ai_2 -> clkdlybuf4s50_1

Logic synthesis
  • Largest type area fraction: 15.2%
  • Synth Instances: 526
  • Syn Area/Cell: 8.00 um2
  • Most instantiated library cell after synthesis: nand2_1
  • Post-synth EDFFs: 0
  • Netlist cell types: 61
  • Yosys stat chip area: 4210 um2
  • Ys Warns: 1
  • Top cells by count, synth: nand2_1, ha_1, o21ai_0
  • Top FF cell, synth: dfrtp_1
  • Largest cells by area: ha_1, dfrtp_1, dfstp_2, o21ai_0, a21oi_1
  • Yosys top cell by area: ha_1
  • Mapped cell area: 4210 um2
  • Ys flops: 35
  • Seq share, synth: 21.2%
  • Ys async rst share: 100%
  • Cell total in the yosys stat output: 526

Power and ir drop
  • Pwr dens: 396 nW/um2
  • P_sw: 0.000837 W
  • Combinational power share: 64.4%
  • P_leak: 2.23 nW
  • Share of power burned in registers: 23.5%
  • Switching Fraction: 42.3%
  • Peak VDD IR: 0.000181 V
  • Internal cell power: 0.00114 W
  • Clock share of power: 12.1%

Timing
  • Endpoints failing setup: 0
  • Cycle use final: 93.3%
  • Final Max Slew Viols: 0
  • Hold_ws: 480 ps
  • Fmax: 202 MHz
  • Final hold vios: 0
  • Fin crit period: 4950 ps
  • Clock Skew: 3.90 ps
  • Setup TNS: 0 ps
  • RSZ-0062 raised after global routing: false
  • Max_slew headroom: 48.7%
  • Slew @ Worst Pin: 767 ps
  • Fin worst setup slack: 354 ps

Global routing
  • Initial antenna violation count: 0
  • GRT overflow: 0
  • All-layer global routing usage: 21.1%
  • First-pass GRT wire length: 18300 um
  • Largest net degree at the start of global routing: 38
  • Vias in the first global route: 3670

Cells and area
  • Share of layout cells above drive strength 1: 8.60%
  • Area Overhead vs Synth: 18.7%
  • Layout fillers: 1003
  • Non-filler cells, final: 706
  • Finished Cell Area: 4990 um2

Floorplan
  • IO Count: 62
  • Die Wd: 105 um
  • Initial Util: 40.9%
  • Core Rows: 37
  • Die H: 105 um
  • Core Area: 10300 um2
  • DIE AREA: 10900 um2

Clock tree
  • Resized cells post-CTS: 0
  • # Post-CTS Setup Buffers: 0
  • Clock Tree Root: clkbuf_8
  • Hold_buf cts: 0
  • H-tree Lvls: 2
  • Clk sink count: 35
  • Clock Latency Late Sink: 290 ps
  • Clock transition at path regs: 70 ps
  • CTS tree: built
  • TritonCTS Buffers: 5
  • Clock Path Buffers: 2

Placement
  • Placed cells: 698
  • DPL Wire Length: 8300 um
  • Post-Place Worst Slack: 695 ps
  • Placed Area: 4880 um2
  • IO buf count: 61
  • Gpl congestion: 0.887

Min path
  • HP Class: reg -> reg
  • HP Start: state[0]

Detailed routing
  • Drt first pass iters: 21
  • DR WL/cell: 15.5 um
  • Routed vias: 3928
  • Drt drc: 0
  • Antenna diodes: 0
  • Final ANT Viol Nets: 0
  • Vias/cell: 5.56
  • Final wirelength: 10900 um
  • First-iteration detailed-routing DRC count: 180

Run
  • OpenROAD warning count: 38
  • Max Cap Viol: 0

Outcome
  • Outcome: complete, no violations
## sequential cells by signal, indices dropped and copies added (netlist names)
name	count
min_value	8
counter	3
state	9
flag	1
pixel_addr	14
## power groups by stage
stage | clock (W) | combinational [W] | sequential [W]
6_report | 0.000239 | 0.00127 | 0.000464
5_1_grt | 0.000257 | 0.00143 | 0.000483
4_1_cts | 0.000245 | 0.00128 | 0.000466
## cell type report
class	count	area, um2	area share (%)
multi-input cells	427	3050	61.1
inverters	36	135	2.71
clock buffers	5	68.8	1.38
clock inverters	3	43.8	0.877
repair buffers	64	633	12.7
flip-flops and latches	35	891	17.8
well taps	136	170	3.41
## tightest hold or removal path, cell delays in order, from the launching register on
cell and delay, ps:
dfstp_2 370, inv_1 40, o21ai_0 70
## per-layer routing
layer | share of wire, % | vias to the layer above | track usage (%)
li1 | - | 1992 | -
met1 | 50 | 1826 | 34.6
met2 | 44 | 99 | 31.4
met3 | 4.9 | 11 | 2.03
met4 | 1.0 | 0 | 2.35
met5 | 0 | - | 0
## worst min path at each step
stage / end / slack [ps] / cells past startpoint
global route: flag / 550 / 2
CTS: flag / 480 / 2
finish: flag / 480 / 2
## layout by cell type, fill, tap and decap left out, drive strengths merged, types with 9 or more instances in the layout
| master | synthesis | final |
|---|---|---|
| mux2 | 9 | 9 |
| inv | 34 | 34 |
| clkdlybuf4s50 | 0 | 61 |
| xor2 | 19 | 19 |
| o21ai | 53 | 53 |
| a21oi | 41 | 41 |
| xnor2 | 15 | 15 |
| a21o | 9 | 9 |
| a211oi | 9 | 9 |
| nand2 | 52 | 52 |
| nor3 | 11 | 11 |
| dfrtp | 23 | 23 |
| nand3 | 13 | 13 |
| ha | 51 | 51 |
| nor2 | 41 | 41 |
| dfstp | 12 | 12 |
## cell families after synthesis
logic type               synth area share [%]
multiplexers                             6.45
flip-flops                               21.2
adder cells (fa/ha/maj)                  16.6
AND/OR/NAND/NOR                          17.1
buffers and inverters                    6.31
AND-OR/OR-AND                            25.3
XOR/XNOR                                 7.08
## per-stage QoR
step | power (W) | utilization (%)
after global routing | 0.00217 | 48.6
after CTS | 0.00199 | 48.6
final | 0.00198 | 48.6
after global placement | 0.00173 | 47.5
after floorplan | 0.00128 | -
after detailed placement | 0.00174 | 47.5
Power is estimated from default activity; no workload was simulated.
